**flow/config.mk**
```make
export PLATFORM = sky130hd
export DESIGN_NAME = RF
export DESIGN_NICKNAME = RF
export VERILOG_FILES = /design/flow/design.v
export SDC_FILE = /design/flow/constraint.sdc
export NUM_CORES = 4
export LEC_CHECK = 1
export CORE_UTILIZATION = 30
```
**flow/constraint.sdc**
```tcl
current_design RF

set clk_period 5.9
set clk_io_pct 0.2

create_clock -name clk0 -period $clk_period [get_ports {clk}]

set non_clock_inputs [all_inputs -no_clocks]
set_input_delay [expr $clk_period * $clk_io_pct] -clock clk0 $non_clock_inputs
set_output_delay [expr $clk_period * $clk_io_pct] -clock clk0 [all_outputs]
```
**flow/design.v**
```verilog
module RF( A1, A2, A3, WD, clk, RFWr, RD1, RD2 );
   input  [4:0]  A1, A2, A3;
   input  [31:0] WD;
   input         clk;
   input         RFWr;
   output [31:0] RD1, RD2;
   reg [31:0] rf[31:0];
   always @(posedge clk) begin
      if (RFWr)
         rf[A3] <= WD;
      end  
   assign RD1 = (A1 == 0) ? 32'd0 : rf[A1];
   assign RD2 = (A2 == 0) ? 32'd0 : rf[A2];
endmodule
```
**flow/run.sh**
```bash
#!/bin/bash
# OpenROAD 26Q1-2900-gdf79404cd8, Yosys 0.63+post, stock flow scripts
make -C /OpenROAD-flow-scripts/flow DESIGN_CONFIG=/design/flow/config.mk WORK_HOME=/design/flow/orfs finish
```
==> run_summary.xml <==
<?xml version="1.0" encoding="UTF-8"?>
<metrics>
  <group name="cells_and_area">
    <metric name="registers_with_the_highest_flip_flop_counts" unit="">rf x1024</metric>
    <metric name="final-comb-area" unit="um2">15400</metric>
    <metric name="drive_above_1_share" unit="%">31.3</metric>
    <metric name="area_grow_syn2layout" unit="%">18.0</metric>
    <metric name="final_cells" unit="">4754</metric>
    <metric name="final_design_area_no_fill" unit="um2">55400</metric>
    <metric name="flop_area" unit="um2">30700</metric>
    <metric name="largest_register_ffs" unit="">1024</metric>
    <metric name="filler_cell_count" unit="">14100</metric>
    <metric name="max_flop_register" unit="">rf</metric>
  </group>
  <group name="floorplan">
    <metric name="floorplan.initialDensity" unit="%">30.3</metric>
    <metric name="floorplan.io_pins" unit="">113</metric>
    <metric name="die_area" unit="um2">158000</metric>
    <metric name="std_cell_rows" unit="">144</metric>
    <metric name="floorplan_core_area" unit="um2">155000</metric>
    <metric name="die_wd" unit="um">398</metric>
    <metric name="die_height" unit="um">398</metric>
  </group>
  <group name="placement">
    <metric name="placement.io_buffers" unit="">112</metric>
    <metric name="dp_hpwl" unit="um">91600</metric>
    <metric name="dp_worst_setup_slack" unit="ps">55.1</metric>
    <metric name="place.detailed.instances" unit="">4550</metric>
    <metric name="postPlaceCellArea" unit="um2">51700</metric>
    <metric name="gp_congestion" unit="">0.907</metric>
  </group>
  <group name="routing">
    <metric name="detail-route-antenna-nets" unit="">0</metric>
    <metric name="wire_per_inst" unit="um">31.2</metric>
    <metric name="route.final.wire_length" unit="um">148000</metric>
    <metric name="detailedRoute.firstPassIterationCount" unit="">5</metric>
    <metric name="drcViolationCount" unit="">0</metric>
    <metric name="initialDrtViolationCount" unit="">1690</metric>
    <metric name="avgViaCountPerCell" unit="">5.58</metric>
    <metric name="vias" unit="">26500</metric>
  </group>
  <group name="synthesis">
    <metric name="avgSynthCellArea" unit="um2">19.6</metric>
    <metric name="synth.top_cells.by_area" unit="">edfxtp_1 (65%), mux4_2 (20%), mux2i_1 (3.9%)</metric>
    <metric name="tally_of_yosys_warning_messages" unit="">1</metric>
    <metric name="synthesis.area" unit="um2">47000</metric>
    <metric name="part_of_the_yosys_area_used_for_sequential_elements" unit="%">65.5</metric>
    <metric name="synth-seq-cells" unit="">1024</metric>
    <metric name="post_synth_top_area_cell" unit="">edfxtp_1</metric>
    <metric name="synth.yosys.chip_area" unit="um2">47000</metric>
    <metric name="enable_flop_cells" unit="">1024</metric>
    <metric name="synthDistinctLibCells" unit="">40</metric>
    <metric name="synth_stat.cells" unit="">2400</metric>
    <metric name="yosys.area.top_type_share" unit="%">65.5</metric>
    <metric name="synth-main-ff-cell" unit="">edfxtp_1</metric>
    <metric name="async_flop_share" unit="%">0</metric>
    <metric name="synth_cells" unit="">2400</metric>
  </group>
  <group name="clock_tree">
    <metric name="cts_root_buf" unit="">clkbuf_16</metric>
    <metric name="tritoncts.num_buffers" unit="">107</metric>
    <metric name="post_cts_setup_buffers" unit="">0</metric>
    <metric name="htree_num_levels" unit="">3</metric>
    <metric name="clkSinkCount" unit="">1024</metric>
    <metric name="tritoncts" unit="">yes</metric>
    <metric name="clock_tree.buffer_depth" unit="">3</metric>
    <metric name="clkTransAtPathRegs" unit="ps">60</metric>
  </group>
  <group name="sta">
    <metric name="timing.final.hold_violations" unit="">0</metric>
    <metric name="max_slew_margin" unit="%">39.9</metric>
    <metric name="final_period_minus_worst_setup_slack" unit="ps">5780</metric>
    <metric name="maxSlewViolCount" unit="">0</metric>
    <metric name="worst-slew-pin-transition" unit="ps">899</metric>
    <metric name="final_min_period_over_clock_period" unit="%">98.0</metric>
    <metric name="postLayoutSetupSlackWorst" unit="ps">116</metric>
    <metric name="setup_viol" unit="">0</metric>
    <metric name="totalNegativeSetupSlack" unit="ps">0</metric>
    <metric name="unrepaired_setup_endpoints_after_global_routing" unit="">false</metric>
    <metric name="timing.fmax" unit="MHz">173</metric>
  </group>
  <group name="power_and_ir_drop">
    <metric name="power.ir.vdd_worst" unit="mV">0.270</metric>
    <metric name="leakage_power" unit="nW">17.7</metric>
    <metric name="power_density" unit="nW/um2">302</metric>
    <metric name="power" unit="mW">16.7</metric>
  </group>
  <group name="critical_path">
    <metric name="critical_path.n_buffers_inverters" unit="">4</metric>
    <metric name="critical_path_peak_fanout" unit="">23</metric>
    <metric name="end_kind" unit="">output pin</metric>
    <metric name="ordered_list_of_cells_on_the_worst_path" unit="">clkdlybuf4s50_1 &gt; and2_4 &gt; buf_4 &gt; a22o_1 &gt; a2111oi_0 &gt; nor3_1 &gt; buf_4 &gt; clkdlybuf4s50_1</metric>
    <metric name="critPathLaunchType" unit="">input port</metric>
    <metric name="worstPathArrival" unit="ps">4600</metric>
    <metric name="critPathTopFamily" unit="">buffers and inverters</metric>
    <metric name="timing.critical_path.slowest_stage_cell" unit="">nor3_1</metric>
    <metric name="worstSetupPathType" unit="">input port to output pin</metric>
    <metric name="critPathMaxStageDelay" unit="ps">750</metric>
    <metric name="worstPathRequired" unit="ps">4720</metric>
  </group>
  <group name="worst_hold_path">
    <metric name="worstHoldPathType" unit="">input port to register</metric>
  </group>
  <group name="global_route">
    <metric name="grt_max_degree" unit="">67</metric>
    <metric name="grt_resource_usage_total" unit="%">20.1</metric>
    <metric name="vias_in_the_first_global_route" unit="">29200</metric>
    <metric name="grt_first_pass_wirelength" unit="um">209000</metric>
    <metric name="number_of_antenna_violations_at_the_first_check_in_global_routing" unit="">11</metric>
    <metric name="gr-total-overflow" unit="">0</metric>
  </group>
  <group name="job">
    <metric name="maxCapViolCount" unit="">0</metric>
    <metric name="tool_warnings" unit="">26</metric>
  </group>
  <group name="status">
    <metric name="outcome" unit="">finished, final reports clean</metric>
  </group>
</metrics>
-- power by group --
group          switching [mW]  internal [mW]
clock network            2.83           4.26
logic                   0.860          0.666
registers              0.0338           8.09
-- cell usage in the layout (no fill, tap or decap), drive strengths merged, types with 2 or more instances in the layout --
master / instances
edfxtp: 1024
mux4: 425
buf: 202
mux2i: 183
clkbuf: 130
clkdlybuf4s50: 105
nand2: 65
a22o: 62
o22ai: 55
a211oi: 47
a21oi: 46
clkinv: 44
nor2: 35
nor3: 33
o221ai: 31
a2111oi: 31
inv: 30
mux2: 24
a221oi: 23
a211o: 23
bufinv: 20
and2: 13
a32o: 9
nor4: 9
nor2b: 8
nand3b: 7
or3b: 5
nand3: 4
clkinvlp: 4
nand2b: 3
or3: 2
-- area by class of cell --
class                           instances  area share (%)
Multi-Input combinational cell       1150            27.9
Inverter                               25           0.174
Sequential cell                      1024            55.5
Tap cell                             2044            4.62
Clock inverter                         73            1.61
Antenna cell                            1         0.00452
Clock buffer                          130            5.07
Timing Repair Buffer                  307            5.14
-- kinds of logic after synthesis --
kind of cell | after synthesis | synth area share [%]
DFF | 1024 | 65.5
muxes | 632 | 24.9
buffers and inverters | 226 | 2.31
AOI/OAI and AO/OA | 331 | 5.41
and+or+nand+nor | 187 | 1.94
-- what timing repair did --
action                     CTS  global route
hold buffers                 0             0
setup endpoints to repair    0             2
gates resized                0             2
-- path summary, 6_finish.rpt --
check	startpoint	to	slack [ps]	depth (start not counted)
worst max-delay path	A2[3]	RD2[4]	120	8
worst min-delay path	WD[13]	rf[17][13]	1310	2
-- cell usage after synthesis (2+ instances only) --
cell / number
or3b_1: 2
nor4_1: 9
nor2b_1: 8
buf_1: 7
and2_1: 13
nand3b_1: 7
a221oi_1: 23
nand2b_1: 3
clkbuf_1: 104
mux2_2: 5
a32o_1: 9
a21oi_1: 46
edfxtp_1: 1024
mux2_1: 19
a211oi_1: 47
buf_4: 20
or3b_2: 3
or3_1: 2
mux2i_1: 183
a22o_1: 62
mux4_2: 425
nand2_1: 65
o221ai_1: 31
buf_6: 12
o22ai_1: 55
nand3_1: 4
inv_1: 25
a2111oi_0: 31
buf_2: 58
nor3_1: 32
nor2_1: 35
a211o_1: 23
-- per-stage QoR --
step	utilization [%]	hold WS (ps)
floorplan	-	1280
global placement	33.4	2010
detailed placement	33.4	2010
CTS	35.8	1290
global route	35.8	1320
finish	35.8	1310
-- per-layer routing --
metal	up-vias	track usage [%]	share of wire (%)
li1	10900	-	-
met1	13400	21.0	31
met2	2001	29.6	46
met3	237	19.0	21
met4	20	3.57	2.2
met5	-	0.969	0.19
No activity file was given, so power comes from the tool's default toggle rates.
