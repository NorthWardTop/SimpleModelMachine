==> flow/design.v <==
module dm_4k( addr, din, DMWr, clk, dout );
   input  [11:2] addr;
   input  [31:0] din;
   input         DMWr;
   input         clk;
   output [31:0] dout;
   reg [31:0] dmem[127:0];
   always @(posedge clk) begin
      if (DMWr)
         dmem[addr] <= din;
   end  
   assign dout = dmem[addr];
endmodule    
==> flow/run.sh <==
#!/bin/bash
# OpenROAD 26Q1-2900-gdf79404cd8, Yosys 0.63+post, stock flow scripts
make -C /OpenROAD-flow-scripts/flow DESIGN_CONFIG=/design/flow/config.mk WORK_HOME=/design/flow/orfs finish
==> flow/config.mk <==
export PLATFORM = sky130hd
export DESIGN_NAME = dm_4k
export DESIGN_NICKNAME = dm_4k
export VERILOG_FILES = /design/flow/design.v
export SDC_FILE = /design/flow/constraint.sdc
export NUM_CORES = 4
export LEC_CHECK = 1
export CORE_UTILIZATION = 30
==> flow/constraint.sdc <==
current_design dm_4k

set clk_period 79.8
set clk_io_pct 0.2

create_clock -name clk0 -period $clk_period [get_ports {clk}]

set non_clock_inputs [all_inputs -no_clocks]
set_input_delay [expr $clk_period * $clk_io_pct] -clock clk0 $non_clock_inputs
set_output_delay [expr $clk_period * $clk_io_pct] -clock clk0 [all_outputs]
==> flow_results.xml <==
<?xml version="1.0" encoding="UTF-8"?>
<metrics>
  <group name="run">
    <metric name="max_cap_viol" unit="">0</metric>
    <metric name="openroad_warning_count" unit="">29</metric>
  </group>
  <group name="grt">
    <metric name="first_global_vias" unit="">94900</metric>
    <metric name="grt_remaining_overflow" unit="">0</metric>
    <metric name="grt_first_pass_wirelength" unit="mm">762</metric>
    <metric name="grt.total_usage" unit="%">22.2</metric>
    <metric name="grt_start_max_net_pins" unit="">90</metric>
    <metric name="initial_antenna_violation_count" unit="">63</metric>
  </group>
  <group name="finish">
    <metric name="layout_top_cells" unit="">4096 x edfxtp_1, 847 x a221oi_1, 544 x buf_4</metric>
    <metric name="postLayoutCoreUtil" unit="%">34.8</metric>
    <metric name="layout-area-overhead-vs-synth" unit="%">15.6</metric>
    <metric name="final_std_cells_w_o_fill" unit="">16600</metric>
    <metric name="final_layout_size_suffix_gt1_share" unit="%">17.4</metric>
    <metric name="post_layout_inst_area" unit="mm²">0.181</metric>
    <metric name="final_common_cell" unit="">edfxtp_1</metric>
    <metric name="max_flop_register" unit="">dmem</metric>
    <metric name="largest_register_ffs" unit="">4096</metric>
    <metric name="layout_top_registers" unit="">dmem: 4096 flops</metric>
    <metric name="fillers" unit="">48000</metric>
  </group>
  <group name="power">
    <metric name="cell_internal_pwr" unit="mW">3.47</metric>
    <metric name="static-leakage-power" unit="nW">54.7</metric>
    <metric name="power_frac_seq" unit="%">52.7</metric>
    <metric name="totalPowerFinal" unit="mW">4.51</metric>
    <metric name="share_comb_of_total_power" unit="%">6.5</metric>
    <metric name="cell_pwr_density" unit="mW/mm²">24.9</metric>
    <metric name="p_clk_share" unit="%">40.8</metric>
    <metric name="peakVddDrop" unit="µV">20.1</metric>
    <metric name="switchingPower" unit="mW">1.04</metric>
    <metric name="sw_frac_of_total" unit="%">23.0</metric>
  </group>
  <group name="final_timing">
    <metric name="finalCritPeriodShare" unit="%">48.5</metric>
    <metric name="worst_slew_margin_rel" unit="%">15.3</metric>
    <metric name="tightest_slew" unit="ps">1270</metric>
    <metric name="report.final.slew_viol_count" unit="">0</metric>
    <metric name="timing_hold_violations_final" unit="">0</metric>
    <metric name="post-route-min-period" unit="ps">38730</metric>
    <metric name="rsz0062_at_grt" unit="">false</metric>
    <metric name="layout_setup_ws" unit="ps">41070</metric>
    <metric name="hold_slack" unit="ps">15270</metric>
    <metric name="final-setup-viol-count" unit="">0</metric>
    <metric name="setup-tns-final" unit="ps">0</metric>
    <metric name="maxClockFrequency" unit="GHz">0.0258</metric>
  </group>
  <group name="synthesis">
    <metric name="top_cell_area_share" unit="%">78.5</metric>
    <metric name="ys.warnings.count" unit="">1</metric>
    <metric name="synth.cell_area" unit="mm²">0.157</metric>
    <metric name="synth_async_sr_flop_share" unit="%">0</metric>
    <metric name="synth_top_flop_cell" unit="">edfxtp_1</metric>
    <metric name="numSynthFlops" unit="">4096</metric>
    <metric name="yosysChipArea" unit="mm²">0.157</metric>
    <metric name="netlist_top_cells_area" unit="">edfxtp_1 79%, a221oi_1 4.7%, a22oi_1 2.2%</metric>
    <metric name="synth.largest_area_cell" unit="">edfxtp_1</metric>
    <metric name="yosys_cells" unit="">8922</metric>
    <metric name="netlist_instances" unit="">8922</metric>
    <metric name="synth_sequential_area_ratio" unit="%">78.5</metric>
    <metric name="post_synth_num_cell_types" unit="">75</metric>
    <metric name="syn-mean-instance-area" unit="µm²">17.6</metric>
    <metric name="edf_count" unit="">4096</metric>
  </group>
  <group name="setup_path">
    <metric name="worst_path_most_repeated_cell" unit="">buf_4</metric>
    <metric name="timing.critical_path.slowest_stage_cell" unit="">or4_1</metric>
    <metric name="cp_cell_sequence" unit="">buf_8, buf_4, buf_4, buf_4, buf_4, nor2b_4, buf_12, a221oi_1, o22ai_1, a22oi_1, nand4_1, or4_1, clkdlybuf4s50_1</metric>
    <metric name="critical_path_class" unit="">input pin to primary output</metric>
    <metric name="max_incr_delay_on_cp" unit="ps">930</metric>
    <metric name="critical_path_required" unit="ps">63840</metric>
    <metric name="cp.depth" unit="">13</metric>
    <metric name="critical_path_buf_inv_count" unit="">7</metric>
    <metric name="crit_start" unit="">addr[3]</metric>
    <metric name="critical-path-top-delay-family" unit="">buffers and inverters</metric>
    <metric name="setup.worst_path.end_class" unit="">primary output</metric>
    <metric name="critPathCapture" unit="">dout[0]</metric>
    <metric name="startpoint_type" unit="">input pin</metric>
    <metric name="cp.arrival" unit="ps">22770</metric>
    <metric name="timing.critical_path.fanout_max" unit="">77</metric>
  </group>
  <group name="min_path">
    <metric name="type_of_the_worst_min_delay_path" unit="">input pin to register</metric>
  </group>
  <group name="routing">
    <metric name="routed_wirelength" unit="mm">557</metric>
    <metric name="drt_first_iter_violations" unit="">7447</metric>
    <metric name="routed_wire_length_per_instance" unit="µm">33.6</metric>
    <metric name="route.vias.total" unit="">93200</metric>
    <metric name="drt-vias-per-instance" unit="">5.62</metric>
    <metric name="first_pass_iters" unit="">5</metric>
    <metric name="detail_route.drc_violations" unit="">0</metric>
    <metric name="ant_nets" unit="">0</metric>
  </group>
  <group name="clock_network">
    <metric name="cts-resized-gates" unit="">0</metric>
    <metric name="clk_transition_reported_paths" unit="ps">60</metric>
    <metric name="cts.hold.buffers_added" unit="">0</metric>
    <metric name="htree_levels" unit="">5</metric>
    <metric name="cts-root-to-sink-buffers" unit="">4</metric>
    <metric name="clock-sinks" unit="">4096</metric>
    <metric name="cts-buffers-inserted" unit="">417</metric>
    <metric name="cts_tree" unit="">done</metric>
    <metric name="post-cts-setup-buffers" unit="">0</metric>
    <metric name="clk_root_buffer_cell" unit="">clkbuf_16</metric>
  </group>
  <group name="floorplan">
    <metric name="num_io_pins" unit="">76</metric>
    <metric name="floorplan.core_area" unit="mm²">0.520</metric>
    <metric name="std_cell_rows" unit="">265</metric>
    <metric name="floorplanUtilization" unit="%">30.1</metric>
    <metric name="die_y" unit="µm">725</metric>
    <metric name="die_x" unit="µm">725</metric>
    <metric name="design.die.area" unit="mm²">0.525</metric>
  </group>
  <group name="placement">
    <metric name="numPlacedInstances" unit="">15700</metric>
    <metric name="post-place-ws" unit="ps">41530</metric>
    <metric name="gpl.final_weighted_congestion" unit="">0.970</metric>
    <metric name="place.port_buffers" unit="">72</metric>
    <metric name="placedInstanceArea" unit="mm²">0.168</metric>
    <metric name="place_hpwl" unit="mm">331</metric>
  </group>
  <group name="run_status">
    <metric name="run_status" unit="">finished, final reports clean</metric>
  </group>
</metrics>
[logic make-up after synthesis]
logic type	Yosys count	share of synthesized area [%]
AND-OR/OR-AND	2731	12.9
flip-flops	4096	78.5
buffers and inverters	734	2.03
multiplexers	476	3.82
AND/OR/NAND/NOR	885	2.74
[how the worst min path moves through the flow]
stage,from,endpoint,cells past startpoint,slack [ps]
6_report,din[28],dmem[87][28],1,15270
5_1_grt,din[28],dmem[86][28],1,15250
4_1_cts,din[28],dmem[86][28],1,15220
[power by group through the flow]
stage / clock network, mW / logic [mW] / registers, mW
final: 1.84 / 0.294 / 2.38
after global routing: 1.93 / 0.305 / 2.38
after CTS: 1.85 / 0.285 / 2.38
[layer usage]
layer	up-vias	track usage, %	share of wire, %
li1	38200	-	-
met1	46400	21.6	29
met2	7320	30.5	43
met3	1201	21.7	22
met4	82	9.71	5.4
met5	-	5.17	0.46
[synthesized netlist by cell type (all sizes together) (19+ instances only)]
library cell  instances
a211o                19
o22ai               170
mux2i               127
mux2                279
a221o                64
nor3                 43
a22o                 43
o22a                 31
nor2                291
mux4                 70
o221ai               49
nand3b               31
nand2b               22
buf                 403
a211oi               43
a221oi              847
nand3                27
o21ai               326
a21oi               425
nor2b               108
a222oi               44
a22oi               468
nand2               241
a31oi                21
clkbuf              324
o2bb2ai              25
edfxtp             4096
[cell type report]
class / count / area [µm²] / share of cell area [%]
timing repair buffer: 600 / 4790 / 2.64
antenna: 92 / 230 / 0.127
sequential: 4096 / 123000 / 67.9
clock buffer: 531 / 10900 / 6.05
multi-input combinational: 4092 / 31600 / 17.5
tap: 6942 / 8690 / 4.80
clock inverter: 221 / 1710 / 0.944
inverter: 7 / 51.3 / 0.0283
Power figures rest on the tool's default switching activity, not on a simulated workload.
