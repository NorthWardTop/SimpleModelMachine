===== design/flow/design.v =====
module SEG7_LUT	( 
	input	    [3:0]iDIG,
	output	reg [6:0]oSEG,
	input            ON_OFF
);
	always @({iDIG,ON_OFF})begin
		if (!ON_OFF)
			oSEG=7'b1111111;
		else begin
		case(iDIG)
		4'h1: oSEG = 7'b1111001;	 
		4'h2: oSEG = 7'b0100100; 	 
		4'h3: oSEG = 7'b0110000; 	 
		4'h4: oSEG = 7'b0011001; 	 
		4'h5: oSEG = 7'b0010010; 	 
		4'h6: oSEG = 7'b0000010; 	 
		4'h7: oSEG = 7'b1111000; 	 
		4'h8: oSEG = 7'b0000000; 	 
		4'h9: oSEG = 7'b0011000; 	 
		4'ha: oSEG = 7'b0001000;
		4'hb: oSEG = 7'b0000011;
		4'hc: oSEG = 7'b1000110;
		4'hd: oSEG = 7'b0100001;
		4'he: oSEG = 7'b0000110;
		4'hf: oSEG = 7'b0001110;
		4'h0: oSEG = 7'b1000000;
		endcase
		end
	end
endmodule
module SEG7_LUT_8 (	
	output	[6:0]oSEG0,
	output	[6:0]oSEG1,
	output	[6:0]oSEG2,
	output	[6:0]oSEG3,
	output	[6:0]oSEG4,
	output	[6:0]oSEG5,
	output	[6:0]oSEG6,
    output	[6:0]oSEG7,
	input	[31:0]iDIG,
	input   [7:0]ON_OFF
 );
	SEG7_LUT u0(	
	    .iDIG  (iDIG[3:0]), 
	    .oSEG  (oSEG0),
		.ON_OFF(ON_OFF[0])			
	 );
	SEG7_LUT u1(	
		.iDIG  (iDIG[7:4]),
		.oSEG  (oSEG1),
		.ON_OFF(ON_OFF[1])
	 );
	SEG7_LUT u2(	
		.iDIG  (iDIG[11:8]),
		.oSEG  (oSEG2),
		.ON_OFF(ON_OFF[2])
	 );
	SEG7_LUT u3(	
		.iDIG  (iDIG[15:12]),
		.oSEG  (oSEG3),
		.ON_OFF(ON_OFF[3])
	 );
	SEG7_LUT u4(	
		.iDIG  (iDIG[19:16]),
		.oSEG  (oSEG4),
		.ON_OFF(ON_OFF[4])
	 );
	SEG7_LUT u5(	
		.iDIG  (iDIG[23:20]),
		.oSEG  (oSEG5),
		.ON_OFF(ON_OFF[5])
	 );
	SEG7_LUT u6(	
		.iDIG  (iDIG[27:24]),
		.oSEG  (oSEG6),
		.ON_OFF(ON_OFF[6])
	 );
	SEG7_LUT u7(	
		.iDIG  (iDIG[31:28]),
		.oSEG  (oSEG7),
		.ON_OFF(ON_OFF[7])
	 );
endmodule

===== design/flow/run.sh =====
#!/bin/bash
# OpenROAD 26Q1-2900-gdf79404cd8, Yosys 0.63+post, stock flow scripts
make -C /OpenROAD-flow-scripts/flow DESIGN_CONFIG=/design/flow/config.mk WORK_HOME=/design/flow/orfs finish

===== design/flow/config.mk =====
export PLATFORM = sky130hd
export DESIGN_NAME = SEG7_LUT_8
export DESIGN_NICKNAME = SEG7_LUT_8
export VERILOG_FILES = /design/flow/design.v
export SDC_FILE = /design/flow/constraint.sdc
export NUM_CORES = 4
export LEC_CHECK = 1
export CORE_AREA = 10 10 99 99
export DIE_AREA = 0 0 109 109

===== design/flow/constraint.sdc =====
current_design SEG7_LUT_8

set clk_period 1.9
set clk_io_pct 0.2

create_clock -name clk0 -period $clk_period

set non_clock_inputs [all_inputs -no_clocks]
set_input_delay [expr $clk_period * $clk_io_pct] -clock clk0 $non_clock_inputs
set_output_delay [expr $clk_period * $clk_io_pct] -clock clk0 [all_outputs]

==> results.toml <==
# yosys + openroad results
[synth]
synthCells = 288
synth_area_sq_mm = 0.00221
ys_chip_area_sq_mm = 0.00221
yosys.area.top_type_share = 0.272
synth_area_per_cell_sq_um = 7.67
top_cells_by_area = "ha_1 27%, mux2i_1 14%, mux2_2 6.6%"
yosysWarnings = 1
synth.largest_area_cell = "ha_1"
synth_seq_share = 0
synthDistinctLibCells = 30
ys_cells = 288

[die]
io_pins = 96
die_h_um = 109
dieArea_sq_mm = 0.0119
die_x_um = 109
coreArea_sq_mm = 0.00773
fp_util = 0.286
rows = 32

[global_routing]
grt.total_usage = 0.129
globalRouteOverflowTotal = 0
grt_pass1_wl_um = 13300
antenna_found_initial = 0
grt_pass1_vias = 2719
grt_max_degree = 12

[setup_path]
cp_max_fo = 3
worstSetupStartpointType = "input port"
crit_arrival_ns = 1.51
endpoint_kind = "primary output"
path_class = "input port to primary output"
cp_data_required_time_ns = 1.52

[drt]
antenna_cells = 0
routed_wl_um = 7940
post_drt_wl_per_cell_um = 14.1
via_per_inst = 4.97
dr.pass1.iters = 6
num_vias = 2792
drtIter0Drc = 132
drc = 0
ant_nets = 0

[min_path]
min_path_cells = 3
hp-class = "input port to primary output"
hold_start = "ON_OFF[2]"
worstHoldEndpoint = "oSEG2[0]"

[timing]
finalSetupViolCount = 0
period_used_share = 0.993
fin_crit_ns = 1.89
fin_ws_ns = 0.0127
slew_violations = 0
rsz0062_at_grt = "true"
hold_viol_final = 0
relSlewSlack = 0.804
worst_pin_slew_ns = 0.290
fmax_ghz = 0.530

[power_and_ir_drop]
ir_drop_mv = 0.0974
p_leak_nw = 1.94
total_power_mw = 0.880
p_per_area_mw_per_mm2 = 210

[placement]
dp_slack_ns = -0.716
place.gp.congestion = 0.912
port_buffers = 96
place_hpwl_um = 6030

[final_layout]
post_route_cells_drive_above_1_share = 0.472
regArea_sq_um = 0
areaGrowthSynthToFinish_pct = 90.1
clock_buffers = 0
flops = 0
final_util = 0.543

[clock_tree]
hold_buffers = 0

[run]
tool_warnings = 74
cap_violations = 0

[run_status]
outcome = "finished clean"
==> where the power goes <==
| part | total [mW] | switching [mW] | internal [mW] |
|---|---|---|---|
| registers | 0 | 0 | 0 |
| logic | 0.880 | 0.382 | 0.498 |
| clock network | 0 | 0 | 0 |
==> Yosys cell counts (all sizes together) <==
| library cell | instances |
|---|---|
| or2 | 1 |
| and2 | 2 |
| clkbuf | 1 |
| o311ai | 13 |
| a21oi | 11 |
| o211ai | 14 |
| mux2i | 31 |
| inv | 32 |
| buf | 15 |
| o31ai | 5 |
| a211oi | 6 |
| nand2b | 6 |
| nor2 | 11 |
| ha | 48 |
| o21ai | 15 |
| o31a | 11 |
| nor2b | 1 |
| a21bo | 1 |
| o221ai | 10 |
| o21a | 1 |
| nand3b | 1 |
| mux2 | 13 |
| nand3 | 17 |
| o22ai | 1 |
| a21boi | 1 |
| nand2 | 20 |
==> layout make-up <==
| class | instances | area (sq um) |
|---|---|---|
| fill | 656 | 3530 |
| inverter | 32 | 133 |
| timing repair buffer | 188 | 1560 |
| multi-input combinational | 240 | 2380 |
| tap | 102 | 128 |
==> metal layers <==
metal	routed length [um]	global-route usage	part of all wire	vias up
li1	-	-	-	1421
met1	3630	0.174	0.46	1306
met2	3660	0.211	0.46	61
met3	627	0.0370	0.079	4
met4	22	0.00282	0.0028	0
met5	0	0	0	-
==> worst max-delay path, cell delays in order <==
cell and delay, ns:
clkdlybuf4s15_2 0.20, inv_2 0.06, buf_4 0.14, ha_1 0.18
mux2i_1 0.20, o221ai_1 0.14, clkdlybuf4s15_1 0.21
==> cells by family (layout without fill, tap and decap cells) <==
| family | Yosys count | after routing | share of synthesized area |
|---|---|---|---|
| AOI/OAI and AO/OA | 89 | 89 | 0.293 |
| and+or+nand+nor | 59 | 59 | 0.123 |
| adders and majority gates | 48 | 48 | 0.272 |
| buffers and inverters | 48 | 220 | 0.105 |
| muxes | 44 | 44 | 0.207 |
==> stage by stage <==
step           instances  TNS, ns  instance area (sq um)  hold slack, ns
6_report             562        0                   4200            1.13
5_1_grt              562  -0.0568                   4200            1.15
3_5_place_dp         550   -31.94                   3790            1.81
2_1_floorplan        288        0                   2210           0.775
3_3_place_gp         550   -31.88                   3790            1.81
4_1_cts              561   -0.190                   4180            1.25
==> cells in the final DEF (no fill, tap or decap), types with 9 or more instances in the layout <==
cell type,synthesis,final
a21oi_1,11,11
buf_2,7,20
buf_4,5,69
buf_6,3,23
clkbuf_2,1,14
clkdlybuf4s15_1,0,13
clkdlybuf4s15_2,0,9
dlygate4sd2_1,0,33
ha_1,48,14
ha_2,0,12
ha_4,0,22
inv_1,32,15
inv_2,0,12
mux2i_1,31,31
nand2_1,20,19
nand3_1,17,17
o211ai_1,14,14
o21ai_0,15,10
o311ai_1,1,11
o31a_1,10,10
==> timing repair <==
action | CTS | global route
pin swaps | 20 | 16
setup endpoints to repair | 56 | 39
gates resized | 285 | 64
buffers inserted | 11 | 2
==> worst max-delay path by stage <==
stage                    start  endpoint  slack (ns)  cells past startpoint
after CTS              iDIG[8]  oSEG2[3]       -0.13                      7
after global routing   iDIG[4]  oSEG1[3]       -0.04                      9
final                 iDIG[29]  oSEG7[5]        0.01                      7
Power and IR drop assume default switching activity.
